`config.mk`:
```
export PLATFORM = sky130hd
export DESIGN_NAME = mul
export DESIGN_NICKNAME = mul
export VERILOG_FILES = /design/flow/design.v
export SDC_FILE = /design/flow/constraint.sdc
export NUM_CORES = 4
export LEC_CHECK = 1
export CORE_AREA = 10 10 103 103
export DIE_AREA = 0 0 113 113
```
`constraint.sdc`:
```
current_design mul

set clk_period 1.9
set clk_io_pct 0.2

create_clock -name clk0 -period $clk_period [get_ports {clk}]

set non_clock_inputs [all_inputs -no_clocks]
set_input_delay [expr $clk_period * $clk_io_pct] -clock clk0 $non_clock_inputs
set_output_delay [expr $clk_period * $clk_io_pct] -clock clk0 [all_outputs]
```
`design.v`:
```
module mul(	input	logic		clk,
			input	logic		resetN,
			input	logic		start,
			input	logic [5:0]	x, 
			input	logic [5:0]	y,
			output	logic 		finish_flag,
			output	logic [10:0]z				
);
logic [10:0] tmp_z;
logic [10:0] tmp_x;
logic [5:0] tmp_y;
logic en;
logic flag;
always_ff@(posedge clk or negedge resetN)
begin
	if(!resetN) begin
		tmp_x = 0;
		tmp_y = 0;
		en = 0;
		flag = 1;
		tmp_z = 0;
	end
	else if (start) begin
		tmp_x = x;
		tmp_y = y;
		en = 0;
		flag = 0;
		tmp_z = 0;
	end
	else begin
		if (tmp_y != 0) begin
			en = tmp_y % 2;
			if (en == 1) begin
				tmp_z = tmp_x ^ tmp_z;
			end
			tmp_x = tmp_x << 1;
			tmp_y = tmp_y >> 1;
		end
		else	begin
			flag = 1;
		end
	end
end
assign z = tmp_z;
assign finish_flag = flag;
endmodule
```
`run.sh`:
```
#!/bin/bash
# OpenROAD 26Q1-2900-gdf79404cd8, Yosys 0.63+post, stock flow scripts
make -C /OpenROAD-flow-scripts/flow DESIGN_CONFIG=/design/flow/config.mk WORK_HOME=/design/flow/orfs finish
```
==> flow_metrics.env <==
# yosys + openroad results
export IMPL_hp_class="reg -> reg"
export IMPL_p_sw_uw=368
export IMPL_cp_slowest_stage_delay_ns=0.53
export IMPL_crit_slowest_cell="dfstp_2"
export IMPL_timing_rr_end="tmp_x[9]"
export IMPL_post_cts_buffers=0
export IMPL_criticalPathCategory="reg -> out"
export IMPL_gp_congestion=0.778
export IMPL_drt_total_wl_um=2830
export IMPL_cts_buffer_depth=2
export IMPL_yosys_warnings=1
export IMPL_die_w_um=113
export IMPL_wl_per_cell_um=11.2
export IMPL_leakage_nw=0.744
export IMPL_synthCells=118
export IMPL_cts_hold_fix_buffers=0
export IMPL_critPathRequiredTime_ns=1.52
export IMPL_yosysCellCount=118
export IMPL_cts_buffers_inserted=5
export IMPL_port_buffers=26
export IMPL_intPower_mw=1.12
export IMPL_grt_pass1_vias=905
export IMPL_placed_area_sq_um=1680
export IMPL_grt_usage_pct=4.26
export IMPL_status="completed"
export IMPL_setup_tns_ns=0
export IMPL_cap_violations=0
export IMPL_regToRegStartpoint="tmp_y[5]"
export IMPL_power_density_nw_per_um2=834
export IMPL_worst_pin_slew_ns=0.495
export IMPL_num_vias=908
export IMPL_combPwrFrac_pct=14.1
export IMPL_placementRows=33
export IMPL_seqPwrFrac_pct=48.2
export IMPL_dp_cells=244
export IMPL_grt_pass1_wl_um=4580
export IMPL_worstSetupEndpointType="output pin"
export IMPL_path_max_fanout=2
export IMPL_h_tree_depth=2
export IMPL_final_cells=252
export IMPL_drtAntennaViolNets=0
export IMPL_syn_avg_cell_area_sq_um=11.0
export IMPL_ys_chip_area_sq_um=1300
export IMPL_drt_iter0_markers=71
export IMPL_timing_final_crit_period_ns=1.64
export IMPL_clock_latency_ns=0.28
export IMPL_die_area_sq_um=12800
export IMPL_finClkSkew_ns=0.00386
export IMPL_reg2reg_depth=3
export IMPL_fp_utilization_pct=15.6
export IMPL_holdPathEnd="flag"
export IMPL_hpwl_um=1960
export IMPL_ys_ff=29
export IMPL_fmax_ghz=0.608
export IMPL_cts_sinks=29
export IMPL_pwr_share_clk_pct=37.7
export IMPL_worstPathCellList="clkdlybuf4s50_1"
export IMPL_cts_tree="done"
export IMPL_finalMaxSlewViolations=0
export IMPL_first_pass_iters=4
export IMPL_warnings=25
export IMPL_antenna_found_initial=0
export IMPL_fin_crit_sh_pct=86.5
export IMPL_grt_start_max_net_pins=37
export IMPL_switching_share_pct=24.8
export IMPL_post_cts_resized=0
export IMPL_chipHeight_um=113
export IMPL_grt_overflow_total=0
export IMPL_critPathBufInv=1
export IMPL_slew_headroom_pct=67.0
export IMPL_drive_gt1_share_pct=9.52
export IMPL_core_area_sq_um=8300
export IMPL_finalHoldViolations=0
export IMPL_path_delay_family="flip-flops"
export IMPL_yosysTopAreaCell="dfrtp_1"
export IMPL_netlist_area_sq_um=1300
export IMPL_rsz0062_at_grt="false"
export IMPL_total_power_mw=1.48
export IMPL_ioPinCount=27
export IMPL_drcViolationCount=0
export IMPL_finalInstanceArea_sq_um=1780
export IMPL_r2r_slack_ns=0.47
export IMPL_start_kind="flop"
export IMPL_area_leaders="dfrtp_1 (54%), xor2_1 (7.4%), mux2_1 (4.3%)"
export IMPL_area_growth_pct=37.3
export IMPL_diodes=0
export IMPL_path_clk_slew_ns=0.06
export IMPL_yosys_cell_types_count=21
export IMPL_yosys_area_top_type_share_pct=54.1
export IMPL_via_per_inst=3.60
export IMPL_critPathArrivalTime_ns=1.26
export IMPL_vdd_ir_drop_max_mv=0.533
export IMPL_clockRootBuffer="clkbuf_8"
export IMPL_holdCritStartpoint="flag"
export IMPL_hold_path_depth=2
export IMPL_setup_violations=0
export IMPL_yosysSeqAreaShare_pct=56.1
==> worst max path at each step <==
stage	cells after the start	to	start	slack, ns
after CTS	1	finish_flag	flag	0.24
after global routing	1	finish_flag	flag	0.20
final	1	finish_flag	flag	0.26
==> tightest hold or removal path, delay by kind of cell (launching register included) <==
family | cells | cell delay [ns]
buffers and inverters | 1 | 0.04
DFF | 1 | 0.37
AOI/OAI and AO/OA | 1 | 0.05
==> layout by cell type (no fill, tap or decap) <==
cell type        instances
mux2i_1                  4
and2_1                   1
a21oi_1                  6
inv_1                    1
nor2_1                  12
or2_1                    1
nor4_4                   1
nand2b_1                 6
a31oi_1                  5
dfstp_2                  1
nand2_1                 13
mux2_1                   5
clkinv_2                 1
clkdlybuf4s50_1         26
or4_4                    1
buf_4                    1
dfrtp_1                 28
nor2_8                   1
clkbuf_8                 7
nor2b_1                  6
buf_12                   1
xor2_1                  11
o21ai_1                  8
==> per-stage QoR <==
step	setup slack (ns)	util (%)	hold slack, ns
after floorplan	0.505	-	0.0844
after global placement	0.353	20.2	0.452
after detailed placement	0.348	20.2	0.456
after CTS	0.238	21.4	0.473
after global routing	0.196	21.4	0.501
final	0.256	21.4	0.469
==> final cells by class <==
class	instances	area [sq um]
repair buffers	28	288
multi-input cells	81	528
well taps	105	131
flip-flops and latches	29	727
clock buffers	7	96.3
inverters	1	3.75
fillers	868	6520
clock inverters	1	5.00
==> metal layers <==
metal  part of all wire, %  GRT usage (%)  vias up
met5                     0              0        -
met4                   1.9          0.931        0
met3                   7.3           1.50        7
met2                    41           5.99       33
met1                    50           6.11      419
li1                      -              -      449
==> cells in the mapped netlist <==
master    number
o21ai_1        8
mux2i_1        4
nor4_4         1
nand2b_1       6
a31oi_1        5
inv_1          1
or2_1          1
and2_1         1
nand2_1       13
buf_6          1
clkbuf_1       3
or4_4          1
dfrtp_1       28
a21oi_1        6
nor2_1        12
mux2_1         5
nor2b_1        6
nor2_8         1
xor2_1        11
dfstp_2        1
buf_2          3
==> kinds of logic (layout without fill, tap and decap cells) <==
group,count (synthesis),after routing,share of synthesized area (%)
flip-flops,29,29,56.1
AND-OR/OR-AND,19,19,7.82
XOR/XNOR,11,11,7.43
AND/OR/NAND/NOR,42,42,18.1
buffers and inverters,8,37,3.18
multiplexers,9,9,7.43
==> flip-flops by register name, indices dropped and copies added (netlist names) <==
register	count
flag	1
tmp_z	11
tmp_y	6
tmp_x	11
==> power groups by stage <==
stage / clock network (mW) / logic, mW / registers (mW)
finish: 0.560 / 0.209 / 0.715
CTS: 0.571 / 0.214 / 0.716
global route: 0.604 / 0.234 / 0.722
Power is estimated from default activity; no workload was simulated.
