### flow/design.v
module dna_to_bin(	input	logic			clk,
					input	logic			resetN,
					input	logic			start,
					input	logic [319:0]	dna	,
					output	logic 			finish_flag,
					output	logic [63:0]	binary_msg
);
typedef enum logic [2:0] {IDLE, TABLE1, TABLE2, UPDATE_INDEX} State;
State currentState, nextState;
localparam [7:0] A = "A";
localparam [7:0] C = "C";
localparam [7:0] G = "G";
localparam [7:0] T = "T";
logic done_flag_in, done_flag_out;
logic [7:0] tmp_byte_in,tmp_byte_out;
logic [2:0] byte_index_in, byte_index_out;
logic start_d;
logic [39:0] letters;
logic [63:0] tmp_msg_in, tmp_msg_out;
always_ff@(posedge clk or negedge resetN)
begin
	if(!resetN)  begin
		currentState <= IDLE;	
		start_d <= 0;
	end
	else begin 
		currentState <= nextState;
		start_d <= start;
	end;
end
always_ff@(posedge clk or negedge resetN)
begin
	if(!resetN)  begin
		done_flag_out <= 0;
		byte_index_out <= 0;
		tmp_byte_out <= 0;
	end
	else begin 
		done_flag_out <=  done_flag_in;
		byte_index_out <= byte_index_in;
		tmp_msg_out <= tmp_msg_in;
		tmp_byte_out <= tmp_byte_in;
	end
end
always_comb
begin
	done_flag_in = done_flag_out;
	byte_index_in = byte_index_out;
	tmp_msg_in = tmp_msg_out;
	tmp_byte_in = tmp_byte_out;
	letters = dna[((byte_index_out+1)*5*8)-1-:5*8];
	case(currentState)  
		IDLE:
					if(start & !start_d) begin
						byte_index_in = 7;
						done_flag_in = 0;
						tmp_msg_in = 0;
						tmp_byte_in = 0;
						nextState = TABLE1;
					end
					else begin
						nextState = IDLE;
					end
		TABLE1: begin
					case(letters[39-:8])
						A: tmp_byte_in[7-:2] = 2'b00;
						C: tmp_byte_in[7-:2] = 2'b01;
						G: tmp_byte_in[7-:2] = 2'b10;
						T: tmp_byte_in[7-:2] = 2'b11;
					endcase
					case(letters[31-:8])
						A: tmp_byte_in[5-:2] = 2'b00;
						C: tmp_byte_in[5-:2] = 2'b01;
						G: tmp_byte_in[5-:2] = 2'b10;
						T: tmp_byte_in[5-:2] = 2'b11;
					endcase
					case(letters[15-:8])
						A: tmp_byte_in[3-:2] = 2'b00;
						C: tmp_byte_in[3-:2] = 2'b01;
						G: tmp_byte_in[3-:2] = 2'b10;
						T: tmp_byte_in[3-:2] = 2'b11;
					endcase
					nextState = TABLE2;
				end
		TABLE2:	begin
					case(letters[23-:8])
						A:  begin
								case(letters[7-:8])
									A: tmp_byte_in[1-:2] = 2'b00;
									C: tmp_byte_in[1-:2] = 2'b01;
									G: tmp_byte_in[1-:2] = 2'b10;
									T: tmp_byte_in[1-:2] = 2'b11;
								endcase	
							end
						C:  begin
								case(letters[7-:8])
									A: tmp_byte_in[1-:2] = 2'b11;
									C: tmp_byte_in[1-:2] = 2'b00;
									G: tmp_byte_in[1-:2] = 2'b01;
									T: tmp_byte_in[1-:2] = 2'b10;
								endcase	
							end
						G:  begin
								case(letters[7-:8])
									A: tmp_byte_in[1-:2] = 2'b10;
									C: tmp_byte_in[1-:2] = 2'b11;
									G: tmp_byte_in[1-:2] = 2'b00;
									T: tmp_byte_in[1-:2] = 2'b01;
								endcase	
							end
						T:  begin
								case(letters[7-:8])
									A: tmp_byte_in[1-:2] = 2'b01;
									C: tmp_byte_in[1-:2] = 2'b10;
									G: tmp_byte_in[1-:2] = 2'b11;
									T: tmp_byte_in[1-:2] = 2'b00;
								endcase	
							end
					endcase
					tmp_msg_in[(byte_index_out+1)*8-1 -:8] = tmp_byte_in; 
					nextState = UPDATE_INDEX;
				end
	UPDATE_INDEX: begin
					if(byte_index_out!=0) begin
						byte_index_in = byte_index_out - 1;
						nextState = TABLE1;
					end
					else begin
						done_flag_in = 1;
						nextState = IDLE;
					end
				end
	default: 	nextState = IDLE;
	endcase
end
assign binary_msg = tmp_msg_out;
assign finish_flag = done_flag_out;
endmodule
### flow/run.sh
#!/bin/bash
# OpenROAD 26Q1-2900-gdf79404cd8, Yosys 0.63+post, stock flow scripts
make -C /OpenROAD-flow-scripts/flow DESIGN_CONFIG=/design/flow/config.mk WORK_HOME=/design/flow/orfs finish
### flow/config.mk
export PLATFORM = sky130hd
export DESIGN_NAME = dna_to_bin
export DESIGN_NICKNAME = dna_to_bin
export VERILOG_FILES = /design/flow/design.v
export SDC_FILE = /design/flow/constraint.sdc
export NUM_CORES = 4
export LEC_CHECK = 1
export CORE_UTILIZATION = 40
### flow/constraint.sdc
current_design dna_to_bin

set clk_period 25.1
set clk_io_pct 0.2

create_clock -name clk0 -period $clk_period [get_ports {clk}]

set non_clock_inputs [all_inputs -no_clocks]
set_input_delay [expr $clk_period * $clk_io_pct] -clock clk0 $non_clock_inputs
set_output_delay [expr $clk_period * $clk_io_pct] -clock clk0 [all_outputs]
==> changes_impl.md <==
### Changed

- Longest Clk Path Bufs: 2
- Worst-case reg-to-reg path depth: 19
- Seq share, synth: 0.137
- Boundary pin count: 388
- Main flop type: edfxtp_1
- Reg-to-Reg End: tmp_msg_out[17]
- Worst Skew: 0.00894 ns
- First-pass GRT wire length: roughly 130000 µm
- Yosys cell count: 1976
- Remaining DRCs: 0
- Post-Place Setup Slack: 16.40 ns
- Crit end category: flop
- CP arrival: 8.47 ns
- Post-route setup slack: 16.71 ns
- Floorplan utilization: 0.407
- Worst-path clk slew: ~0.06 ns
- Worst R2R Setup Slack: 16.88 ns
- Total congestion overflow: 0
- Root buffer cell: clkbuf_16
- CP cell instances: clkdlybuf4s50_1, mux4_2, or2_2, o221ai_1, a21oi_1, a211oi_1, o32a_1, and4_1, o21ai_2, a31o_1, nand3b_2, a32o_1
- CORE AREA: 0.0421 mm²
- CP Depth: 12
- Initial antenna violation count: 4
- Final Hold Viols: 0
- Clock Sinks: 81
- Fmax: roughly 120 MHz
- Cts repair resizes: 0
- Distinct cells, synth: 113
- Maxcap violations: 0
- Final Non-Filler Cells: 2797
- Cell family contributing the most delay on the critical path: AND-OR/OR-AND gates
- H-Tree Depth: 3
- DP HPWL: ~65000 µm
- Yosys xor share: 0.0118
- Worst r2r src: byte_index_out[0]
- Max Fanout on Critical Path: 7
- Min Tclk post-route: 8.39 ns
- Initial DRC Count: 2143
- Vias in the first global route: 19066
- Setup TNS: 0 ns
- Tool Warnings: 34
- Largest net degree at the start of global routing: 131
- Post-route antenna net violation count: 0
- Most frequent cells in the layout: clkdlybuf4s50_1 (387), nand2_1 (163), mux2i_1 (152)
- Bufs and invs on worst path: 1
- Hold WC Path Type: flop to flop
- Vias/cell: slightly above 7
- CP startpoint kind: input port
- Die area: between 0.04 and 0.05 mm²
- Die height: 209 µm
- Final period util: 0.334
- Required time worst endpoint: 25.19 ns
- Placed insts: 2778
- Fill cell count: 3980
- Yosys Chip Area: 0.0171 mm²
- Most frequent logic cell in the layout: clkdlybuf4s50_1
- Flops & latches, synth: 81
- Max Slew Vio Count: 0
- Die span in x: 209 µm
- Complex Gates by Area: 0.309
- Prevailing logic family in the synthesized netlist: AND-OR/OR-AND gates
- CP max-delay cell: mux4_2
- Overall Global Routing Usage: 0.414
- Synthesis-to-layout area growth: 24.7%
- Adder Area Share: 0.0136
- Worst setup path startpoint: dna[168]
- RSZ-0062 raised after global routing: false
- Avg Inst Size Synth: 8.67 µm²
- Slew headroom: 0.330
- Setup Buffers After CTS: 0
- CTS tree: yes
- CTS Hold Bufs: 0
- Worst-Skew Late Latency: 0.33 ns
- GPL Wtd Cong: 1.03
- Final wirelength: 88100 µm
- IO Port Bufs: a little under 400
- Slew @ Worst Pin: around 1 ns
- Asr flop ratio synth: 0.210
- Initial DRT Pass Iterations: 6
- DR vias: 19767
- Status: finished clean
- Post-synthesis instance total: 1976
- Endpoints failing setup: 0
- Slowest Stage Delay on Critical Path: 0.48 ns
- Row cnt: 75
- Layout cell share with drive strength beyond 1: 0.139
- Yosys Warn Count: 1
- Num CTS Buffers: 9
- Mapped cell area: 0.0171 mm²
- Critical path class: input port to flop
- Yosys simple share: 0.161
- Routed wire per std cell: 31.5 µm
- EDFF count, synth: 64
- Multiplexer share: 0.282
- CP endpoint: tmp_msg_out[17]
-- cells by family (layout without fill, tap and decap cells) --
group / after synthesis / count (layout)
xor+xnor: 18 / 18
buf+inv: 238 / 517
fa+ha+maj: 18 / 18
mux: 312 / 312
simple gates: 568 / 568
other cells: 0 / 3
flops: 81 / 81
compound gates: 741 / 741
-- Yosys cell counts, types with 10 or more instances --
library cell  count  area share
buf_6            34       0.022
and3_1           37       0.014
inv_1            31      0.0068
a21oi_1         134       0.039
a32oi_1          12      0.0061
ha_1             17       0.012
o22ai_1          47       0.017
o221ai_1         27       0.014
o21ai_1          14      0.0041
xnor2_1          11      0.0056
a311oi_1         12      0.0061
a221o_1          11      0.0064
a31oi_1          22      0.0080
a22oi_1          65       0.028
a22o_1           13      0.0066
mux4_2          128        0.17
edfxtp_1         64        0.11
o2111ai_1        11      0.0056
nor2b_1          19      0.0069
a32o_1           13      0.0076
o21ai_0         123       0.036
mux2i_1         152       0.089
o211ai_1         40       0.018
nand2b_1         37       0.014
and2_1           15      0.0055
buf_2            69       0.020
o31ai_1          14      0.0061
or3_1            10      0.0037
dfrtp_1          16       0.023
clkbuf_1         54       0.012
nor2_1          152       0.033
a221oi_1         26       0.013
a211oi_1         27       0.012
mux2_2           26       0.017
nand3_1          38       0.011
nor3_1           42       0.012
nand2_1         163       0.036
buf_4            34       0.015
-- layout make-up --
cell class / count / area [µm²] / area share
Multi-Input combinational cell: 1657 / 13400 / 0.627
Timing Repair Buffer: 467 / 4500 / 0.211
Sequential cell: 81 / 2350 / 0.110
Tap cell: 539 / 674 / 0.0316
Clock buffer: 10 / 229 / 0.0107
Inverter: 34 / 130 / 0.00609
Clock inverter: 6 / 65.1 / 0.00305
Antenna cell: 3 / 7.51 / 0.000351
-- worst min-delay path by stage --
| stage | from | to | cells past startpoint |
|---|---|---|---|
| after global routing | tmp_byte_out[1] | tmp_byte_out[1] | 1 |
| after CTS | tmp_byte_out[1] | tmp_byte_out[1] | 1 |
| final | tmp_byte_out[1] | tmp_byte_out[1] | 1 |
-- registers in the layout, indices dropped and copies added, names as in the netlist --
| signal | cells |
|---|---|
| byte_index_out | 3 |
| currentState | 4 |
| done_flag_out | 1 |
| start_d | 1 |
| tmp_byte_out | 8 |
| tmp_msg_out | 64 |
-- metal layers --
layer,track usage,part of all wire,up-vias
li1,-,-,8532
met1,0.598,0.41,9583
met2,0.589,0.42,1401
met3,0.137,0.12,249
met4,0.159,0.049,2
met5,0.00779,0.00052,-
-- metrics by stage --
stage	utilization	hold WS (ns)	cell area, µm²
floorplan	-	0.372	17100
global placement	0.500	0.477	21100
detailed placement	0.500	0.484	21100
CTS	0.507	0.498	21400
global route	0.507	0.512	21400
finish	0.507	0.494	21400
