[/design/flow/constraint.sdc]
current_design encoder

set clk_period 8.5
set clk_io_pct 0.2

create_clock -name clk0 -period $clk_period [get_ports {clk}]

set non_clock_inputs [all_inputs -no_clocks]
set_input_delay [expr $clk_period * $clk_io_pct] -clock clk0 $non_clock_inputs
set_output_delay [expr $clk_period * $clk_io_pct] -clock clk0 [all_outputs]
[/design/flow/design.v]
module encoder(	input	logic			clk,
				input	logic			resetN,
				input	logic			start,
				input	logic [38:0]	message,
				output	logic 			finish_flag,
				output	logic [63:0]	encoded_msg			
);
localparam logic [4:0] poly_size = 25;
localparam logic [poly_size-1:0] genpoly = 25'b1110110110010011101110111;
typedef enum logic [2:0] {IDLE,START_DECONV,DECONV,ADD,FINISH} State;
State currentState, nextState;
logic [63:0] divident_in,divident_out;
logic [poly_size-1:0] divisor_in,divisor_out;
logic [63:0] quotient;
logic [63:0] reminder;
logic flag_in,flag_out, start_deconv, flag_deconv;
logic start_d;
logic [63:0] tmp_msg_in,tmp_msg_out;
gf2_deconv g(.clk(clk),
			 .resetN(resetN),
			 .start(start_deconv),
			 .divident(divident_in),
			 .divisor(divisor_in)
			 ,.finish_flag(flag_deconv),
			 .quotient(quotient),
			 .reminder(reminder)
			 );
always_ff@(posedge clk or negedge resetN)
begin
	if(!resetN)  begin
		currentState <= IDLE;	
		start_d <= 0;
	end
	else begin 
		currentState <= nextState;
		start_d <= start;
	end;
end
always_ff@(posedge clk or negedge resetN)
begin
	if(!resetN)  begin
		tmp_msg_out <= 0;
		flag_out <= 0;
		divident_out <= 0;
		divisor_out <= 0;
	end
	else begin 
		tmp_msg_out <= tmp_msg_in;
		flag_out <= flag_in;
		divident_out <= divident_in;
		divisor_out <= divisor_in;
	end;
end
always_comb
begin
	tmp_msg_in = tmp_msg_out;
	flag_in = flag_out;
	start_deconv = 0;
	divident_in = divident_out;
	divisor_in = divisor_out;
	case(currentState)  
		IDLE:			if(start & !start_d) begin
							tmp_msg_in = message << poly_size-1;
							nextState = START_DECONV;
							flag_in = 0;
							start_deconv = 0;
						end
						else begin
							nextState = IDLE;
						end
		START_DECONV:	begin
							flag_in = 0;
							start_deconv = 1;
							divident_in = tmp_msg_out;
							divisor_in = genpoly;
							nextState = DECONV;
						end
		DECONV: 		begin
							start_deconv = 0;
							if(flag_deconv) begin
								nextState = ADD;
							end
							else begin
								nextState = DECONV;
							end
						end
		ADD:			begin
							tmp_msg_in = tmp_msg_out ^ reminder;
							nextState = FINISH;
						end
		FINISH:    	    begin
							flag_in = 1;
							nextState = IDLE;
						end
		default: 		nextState = IDLE; 
	endcase
end
assign encoded_msg = tmp_msg_out;
assign finish_flag = flag_out;
endmodule
module gf2_deconv(	input	logic			clk,
					input	logic			resetN,
					input	logic			start,
					input	logic [63:0]	divident,
					input	logic [24:0]	divisor,
					output	logic 			finish_flag,
					output	logic [63:0]	quotient ,
					output	logic [63:0]	reminder
);
localparam [7:0] divisor_size = 25;
localparam [7:0] divident_size = 64;
logic[7:0] counter, idx;
logic [divisor_size-1:0] zero_array;
logic [divisor_size-1:0] diff, x_copy, y_copy;
logic [divident_size-1:0] x_original;
logic [63:0] Q, R;
logic flag;
always_ff@(posedge clk or negedge resetN)
begin
	if(!resetN) begin
		zero_array = 0;
		flag = 1;
		x_original = 0;
		x_copy = 0;
		y_copy = 0;
		diff = 0;
		Q = 0;
		R = 0;
		counter = 0;
		idx = 0;
	end
	else if (start) begin
		zero_array = 0;
		flag = 0;
		x_original = divident;
		x_copy = divident[divident_size-1 -: divisor_size];
		y_copy = divisor;  
		diff = 0;
		Q = 0;
		R = 0;
		idx = 0;
		counter = divident_size-divisor_size+1;
	end
	else 	begin
		if(counter != 0 & !flag) begin
			Q = Q << 1;
			if(x_copy[divisor_size-1] == 1) begin
				diff = x_copy ^ y_copy;
				Q[0] = 1'd1;
			end
			else begin
				diff = x_copy ^ zero_array;
				Q[0] = 1'd0; 
			end
			x_copy = diff << 1;
			x_copy[0] = x_original[divident_size-divisor_size-idx-1];
			counter = counter - 1;
			idx = idx + 1;
		end
		else begin
			flag = 1;
			R = diff;
		end
	end
end
assign quotient = Q;
assign reminder = R;
assign finish_flag = flag;
endmodule
[/design/flow/config.mk]
export PLATFORM = sky130hd
export DESIGN_NAME = encoder
export DESIGN_NICKNAME = encoder
export VERILOG_FILES = /design/flow/design.v
export SDC_FILE = /design/flow/constraint.sdc
export NUM_CORES = 4
export LEC_CHECK = 1
export CORE_UTILIZATION = 30
[/design/flow/run.sh]
#!/bin/bash
# OpenROAD 26Q1-2900-gdf79404cd8, Yosys 0.63+post, stock flow scripts
make -C /OpenROAD-flow-scripts/flow DESIGN_CONFIG=/design/flow/config.mk WORK_HOME=/design/flow/orfs finish
==> job_summary.md <==
### Yosys + OpenROAD results

| Metric | Value |
|---|---|
| Yosys warning tally | 2 |
| Initial DRC count | approximately 350 |
| Total CTS buffers | 24 |
| FF-to-FF setup slack | 5.43 ns |
| Yosys synthesis chip area | just under 10000 µm² |
| Status | complete, no violations |
| Static Leak | ~5.5 nW |
| CP peak stage delay | around 0.59 ns |
| Rows | around 66 |
| Slowest cell on crit path | buf_4 |
| Number of synthesized flops with an enable pin | 0 |
| Max-slew violation count | 0 |
| Maximum clock frequency | between 200 and 300 MHz |
| CP startpoint kind | primary input |
| Hold Crit Class | flip-flop to flip-flop |
| RR Startpoint | g.idx[1] |
| CP top delay family | buffers and inverters |
| Via Count | around 6700 |
| FFs w/ async S/R, synth | roughly 100% |
| Setup_tns | 0 ns |
| Cells after Synth | around 940 |
| CTS tree | done |
| Via density | 4.50 |
| Routed Antenna Nets | 0 |
| Drt pass-1 iters | 4 |
| Comb area | 3690 µm² |
| Setup crit start | start |
| Post-DP HPWL | between 10000 and 15000 µm |
| I/O pin cnt | approximately 110 |
| CP Max Fanout | ~48 |
| Clock Sinks | between 200 and 250 |
| Remaining DRCs | 0 |
| Largest net degree at the start of global routing | around 100 |
| Library cells used by synthesis | 54 |
| Later-pin clock latency in the skew report | ~0.5 ns |
| Worst-path clk slew | around 0.06 ns |
| First-pass GRT wire length | 35700 µm |
| Final WL | approximately 21000 µm |
| RSZ-0062 raised after global routing | false |
| Max Cap Viol | 0 |
| Hold wc startpoint | currentState[2] |
| Crit path required time | approximately 8.9 ns |
| Area contributors post-synth | dfrtp_1 (57%), nand2_1 (6.8%), o21ai_0 (4.8%) |
| Critical Path, Cell by Cell | clkdlybuf4s50_1 -> nand3b_1 -> nor2_4 -> buf_4 -> mux2_2 |
| Clock Skews | about 0.011 ns |
| Most numerous logic cell after layout | dfrtp_1 |
| Seq share, synth | 57.6% |
| Min cycle time layout | 3.44 ns |
| Worst reg2reg path endpoint | g.x_copy[0] |
| Hold_buf cts | 0 |
| # Cells Yosys | 938 |
| Cell type with the largest total area | dfrtp_1 |
| Core region area | around 32000 µm² |
| Grt ovf | 0 |
| Layout cells sized above 1 | roughly 11% |
| Most common logic cells in the final layout | dfrtp_1 (224), nand2_1 (178), clkdlybuf4s50_1 (104) |
| Gr usage total | between 10% and 20% |
| #FFs+latches synth | 227 |
| Path depth of the worst reg2reg path | 7 |
| Initial core utilization | between 30% and 40% |
| Rel. slew slack | between 40% and 50% |
| ANT cells | 0 |
| Worst-margin pin slew | 0.760 ns |
| CP bufs+invs | 2 |
| OpenROAD warning count | 30 |
| Hold Vio Cnt, Final | 0 |
| Mapped cell area | slightly below 10000 µm² |
| Hold Path End | currentState[2] |
| Post-CTS Resized | 0 |
| H-tree lvl count | 1 |
| Vias in the first global route | between 6000 and 7000 |
| GP Congestion | about 0.8 |
| Mapped Avg Cell Area | 10.5 µm² |
| Initial antenna violation count | 0 |
| Total die area | 33600 µm² |
| Tot Pwr | 0.00222 W |
| Die y size | roughly 180 µm |
| WS Path Type | primary input to flip-flop |
| Power Density | ~180 nW/µm² |
| Worst path arrival time | 3.83 ns |
| VDD IR max | roughly 0.14 mV |
| Port bufs | roughly 110 |
| Filler Cell Count | around 3100 |
| Sequential cell area | between 5000 and 6000 µm² |
| Area grow syn2layout | 23.7% |
| CP endpoint kind | flip-flop |
| Clk root buf | clkbuf_16 |
| Top cell area share | a little under three fifths |
| Hold Path Depth | 1 |
| Die Wd | between 150 and 200 µm |
| Final worst path period share | approximately 40% |
| Number of setup buffers added after CTS | 0 |
| Clock Path Buffers | 3 |
| Final setup violation count | 0 |
| Top FF cell, synth | dfrtp_1 |
| Avg WL per Cell | ~14 µm |
-- layout make-up --
class,instances,area share [%]
Sequential cell,227,46.6
Multi-Input combinational cell,581,30.2
Timing Repair Buffer,118,9.45
Clock buffer,36,5.96
Tap cell,442,4.53
Inverter,73,2.25
Clock inverter,8,0.964
-- flip-flops by register name, summed over array words and instances, names as in the netlist, 5 cells and up --
name / flops
g.idx: 8
g.x_original: 64
g.R: 25
g.counter: 8
g.diff: 25
currentState: 5
g.x_copy: 25
tmp_msg_out: 63
-- worst reg2reg max path, delay by kind of cell (launching register included) --
kind | cells | cell delay [ns]
AND-OR/OR-AND | 3 | 0.51
XOR/XNOR | 1 | 0.55
multiplexers | 2 | 1.09
flip-flops | 1 | 0.43
adder cells (fa/ha/maj) | 1 | 0.38
-- report_power, final --
group	internal, W	switching, W
sequential	0.00108	0.000000108
combinational	0.0000176	0.0000229
clock	0.000681	0.000419
-- synth_stat cells (4+ instances only) --
library cell,instances
ha_1,6
mux2_2,38
nand3b_1,4
xor2_1,42
a21boi_0,9
inv_1,73
clkbuf_1,36
dfrtp_1,225
o21ai_0,94
a21oi_1,60
nand2_1,178
buf_1,9
nor2_1,44
buf_2,8
nand3_1,6
o21a_1,15
mux4_2,13
mux2i_1,9
xnor2_1,11
-- metal layers --
metal,routed length [µm],GRT usage (%),vias up
li1,-,-,3307
met1,11000,23.0,3188
met2,8670,18.8,159
met3,1380,3.46,27
met4,331,1.77,0
met5,0,0,-
-- kinds of logic after synthesis --
logic type	count (synthesis)	synth area share, %
compound gates	202	11.7
xor+xnor	55	5.15
fa+ha+maj	6	0.761
buf+inv	130	5.24
flops	227	57.6
mux	63	9.02
other cells	1	0.0380
simple gates	254	10.5
-- how the worst max path moves through the flow --
stage / end / slack, ns / cells after the start
6_report: tmp_msg_out[54] / 5.06 / 5
5_1_grt: tmp_msg_out[58] / 4.94 / 5
4_1_cts: tmp_msg_out[49] / 5.06 / 5
-- through the flow --
step | instance area, µm² | utilization [%] | hold slack, ns | setup WS [ns] | std cells
final | 12200 | 37.6 | 0.469 | 5.06 | 1485
after global routing | 12200 | 37.6 | 0.498 | 4.94 | 1485
after CTS | 12200 | 37.6 | 0.476 | 5.06 | 1485
after detailed placement | 11400 | 35.0 | 0.462 | 4.53 | 1441
after global placement | 11400 | 35.0 | 0.448 | 4.57 | 1441
after floorplan | 9870 | - | 0.429 | 5.50 | 938
No activity file was given, so power comes from the tool's default toggle rates.
